===== flow/design.v =====
`timescale 1ns / 1ps
module ee201_lumlock_sm(Clk, reset, U, Z, Unlock, q_bad, q_opening, q_g1011, q_g1011get, q_g101, q_g101get, q_g10, q_g10get, q_g1, q_g1get, q_initial);
	input Clk,reset,U,Z;
	output Unlock;
	output q_bad, q_opening, q_g1011, q_g1011get, q_g101, q_g101get, q_g10, q_g10get, q_g1, q_g1get, q_initial;
	reg [10:0] state;
	assign { q_bad, q_opening, q_g1011, q_g1011get, q_g101, q_g101get, q_g10, q_g10get, q_g1, q_g1get, q_initial } = state;
	localparam
		qinitial		=	11'b00000000001,
		qg1get		=	11'b00000000010,
		qg1			=	11'b00000000100,
		qg10get		=	11'b00000001000,
		qg10			=	11'b00000010000,
		qg101get		=	11'b00000100000,
		qg101			=	11'b00001000000,
		qg1011get	=	11'b00010000000,
		qg1011		=	11'b00100000000,
		qopening		=	11'b01000000000,
		qbad			=	11'b10000000000;
	reg [25:0] Timerout_count;
	initial
	begin
	Timerout_count = 26'b00000000000000000000000000;
	end
	always @ (posedge q_opening)
	begin
		Timerout_count <= 26'b00000000000000000000000000;
	end
	always @ (posedge Clk)
	begin
		if (state == qopening)
			Timerout_count <= Timerout_count + 1;
	end
	assign timerout = Timerout_count[25];  
	always @ (posedge Clk, posedge reset)
	begin
		if (reset)
			state <= qinitial;
		else
		begin
			case (state)
				qinitial:
					if ({U,Z} == 2'b10)
						state <= qg1get;
				qg1get:
					if (U == 0)
						state <= qg1;
				qg1:
					if ({U,Z} == 2'b01)
						state <= qg10get;
					else if (U == 1'b1)
						state <= qbad;
				qg10get:
					if (Z == 1'b0)
						state <= qg10;
				qg10:
					if ({U,Z} == 2'b10)
						state <= qg101get;
					else if (Z == 1'b1)
						state <= qbad;
				qg101get:
					if (U == 1'b0)
						state <= qg101;
				qg101:
					if ({U,Z} == 2'b10)
						state <= qg1011get;
					else if (Z == 1'b1)
						state <= qbad;
				qg1011get:
					if (U == 1'b0)
						state <= qg1011;
				qg1011:
					state <= qopening;
				qopening:
					if (timerout == 1'b1)
						state <= qinitial;
				qbad:
					if ({U,Z} == 2'b00)
						state <= qinitial;
				default:
					state <= qinitial;
			endcase
		end
	end
	assign Unlock = qopening;
endmodule

===== flow/run.sh =====
#!/bin/bash
# OpenROAD 26Q1-2900-gdf79404cd8, Yosys 0.63+post, stock flow scripts
make -C /OpenROAD-flow-scripts/flow DESIGN_CONFIG=/design/flow/config.mk WORK_HOME=/design/flow/orfs finish

===== flow/config.mk =====
export PLATFORM = sky130hd
export DESIGN_NAME = ee201_lumlock_sm
export DESIGN_NICKNAME = ee201_lumlock_sm
export VERILOG_FILES = /design/flow/design.v
export SDC_FILE = /design/flow/constraint.sdc
export NUM_CORES = 4
export LEC_CHECK = 1
export CORE_AREA = 10 10 93 93
export DIE_AREA = 0 0 103 103

===== flow/constraint.sdc =====
current_design ee201_lumlock_sm

set clk_period 2.2
set clk_io_pct 0.2

create_clock -name clk0 -period $clk_period [get_ports {Clk}]

set non_clock_inputs [all_inputs -no_clocks]
set_input_delay [expr $clk_period * $clk_io_pct] -clock clk0 $non_clock_inputs
set_output_delay [expr $clk_period * $clk_io_pct] -clock clk0 [all_outputs]

==> metrics.log <==
[flow] summary of implementation run
[metrics] status: finished clean
[metrics] largest register by flop count: state
[metrics] Max rail drop VDD: 0.000453 V
[metrics] gate count after technology mapping: 93
[metrics] CTS H-tree depth: 1
[metrics] WL per Instance: 13.0 µm
[metrics] Slew Limit Fails: 0
[metrics] number of synthesis warnings: 29
[metrics] die y size: 103 µm
[metrics] most numerous logic cell after layout: sky130_fd_sc_hd__buf_4
[metrics] Unique cell types: 37
[metrics] GPL Wtd Cong: 0.986
[metrics] FP Rows: 30
[metrics] OpenROAD warnings: 27
[metrics] final HPWL from detailed placement: 2030 µm
[metrics] delay of the slowest cell on the worst path: 0.50 ns
[metrics] clock sink count: 11
[metrics] placeable core region: 6760 µm²
[metrics] Global Route Usage Sum: 5.12%
[metrics] clock buffer count from CTS: 3
[metrics] Avg Cell Area, Syn: 8.52 µm²
[metrics] fraction of final layout cells sized beyond drive strength 1: 29.9%
[metrics] worst reg2reg setup slack: 0.01 ns
[metrics] number of cells in Yosys stat: 93
[metrics] primary flip-flop cell chosen by synthesis mapping: sky130_fd_sc_hd__dfrtp_1
[metrics] wire length of the first global-routing pass: 4350 µm
[metrics] number of storage elements in the synthesis netlist: 11
[metrics] max FFs per register: 11
[metrics] Area growth, synth to finish: 60.5%
[metrics] data arrival at the endpoint of the critical path: 2.31 ns
[metrics] full die area: 10,600 µm²
[metrics] buffers and inverters on the worst path: 1
[metrics] layer carrying the most global-route usage: met2
[metrics] port buffer count: 14
[metrics] required arrival time at the worst endpoint: 2.33 ns
[metrics] static leakage power: 0.515 nW
[metrics] cell depth of the worst flop-to-flop path: 7
[metrics] Cell Pwr Density: 928 nW/µm²
[metrics] timing-limited maximum frequency: 457 MHz
[metrics] number of synthesized flops with an enable pin: 0
[metrics] Core Util at FP: 11.7%
[metrics] fraction of registers with async set or reset after synthesis: 100%
[metrics] classification of the worst-slack hold path: in -> async
[metrics] crit path time final: 2.19 ns
[metrics] cycle use final: 99.4%
[metrics] most frequent cells in the layout: 23 x sky130_fd_sc_hd__buf_4, 14 x sky130_fd_sc_hd__clkdlybuf4s50_1, 10 x sky130_fd_sc_hd__dfrtp_1
[metrics] Critical Path Slowest Stage Cell: sky130_fd_sc_hd__or4_4
[metrics] Max-Cap Viols: 0
[metrics] endpoint class of the critical path: register
[metrics] Yosys Chip Area: 792 µm²
[metrics] most used cell, CP: sky130_fd_sc_hd__or3_4
[metrics] CTS clk-pin slew, worst paths: 0.05 ns
[metrics] Worst Setup Start Kind: register
[metrics] dominant delay contributor by cell family on the critical path: simple AND/OR/NAND/NOR gates
[metrics] crit path cell chain: or3_4 > or3_4 > or4_4 > a21oi_4 > or2_4 > buf_6 > o2bb2ai_2
[metrics] total area of sequential cells: 277 µm²
[metrics] number of primary I/O pins: 16
[metrics] fraction of synthesized cell area taken by the top area cell type: 31.6%
[metrics] TritonCTS clock tree: yes
[metrics] RSZ-0062 raised after global routing: true
[metrics] die span in x: 103 µm
[metrics] library cell used as clock root buffer: sky130_fd_sc_hd__clkbuf_8
[metrics] Hold Buf Count CTS: 0
[metrics] global-route track usage on met3: 1.08%
[metrics] met1 capacity usage during global routing: 7.62%
[metrics] Setup TNS Final: 0 ns
[metrics] critical path class: reg -> reg
[metrics] vias in the first global route: 813
[metrics] transition at the pin with the smallest max-transition slack: 0.581 ns
[metrics] Reg2Reg Capture Point: state[2]
[metrics] Latency at later pin: 0.24 ns
[metrics] combinational gate area: 514 µm²
[metrics] critical path launch point: state[10]
[metrics] met2 track demand over resource: 7.75%
[metrics] Clock Skew: 0.000188 ns
[metrics] largest registers: state (11)
[metrics] Total Power Consumption: 1.18 mW
[metrics] highest net fanout along the worst path: 5
[metrics] maximum buffer depth of the clock tree: 2
[metrics] vias: 864
[metrics] DR vias/cell: 4.17
[metrics] remaining antenna violation count after routing: 0
[metrics] Post-route DRC: 0
[metrics] gr ovfl total: 0
[metrics] setup-violating endpoint count in the final report: 0
[metrics] area of the mapped netlist: 792 µm²
[metrics] share of synthesized area occupied by flip-flops and latches: 34.9%
[metrics] initial antenna violation count: 0
[metrics] Detailed Route WL: 2680 µm
[metrics] largest net degree at the start of global routing: 12
[metrics] number of iterations in the first detailed-routing pass: 4
[metrics] filler instances: 748
[metrics] number of DRC violations after detailed-routing iteration 0: 57
[metrics] most area-hungry cell type in the Yosys netlist: sky130_fd_sc_hd__dfrtp_1
[metrics] diode insertion count for antenna repair: 0
[metrics] worst relative slew slack: 60.7%
[metrics] cell types occupying the most area after synthesis: sky130_fd_sc_hd__dfrtp_1 32%, sky130_fd_sc_hd__o21ai_0 5.7%, sky130_fd_sc_hd__nand4b_1 5.5%
[metrics] final-report hold violation count: 0
[metrics] count of buffers added by post-CTS timing repair for setup: 0
[metrics] launching point of the worst reg2reg path: state[10]
[cells by family after synthesis]
kind of cell,after synthesis,synth area share (%)
AND-OR/OR-AND,22,18.6
other,1,0.473
buffers and inverters,11,7.11
XOR/XNOR,4,4.42
AND/OR/NAND/NOR,43,33.2
flip-flops,11,34.9
multiplexers,1,1.26
[what timing repair did]
item	in CTS	in global routing
setup endpoints to repair	7	9
pin swaps	0	2
gates resized	3	9
[synth_stat cells, drive strengths merged, types with 3 or more instances]
cell and n:
dfrtp 10, o21ai 9, nor2 8, nand2 7
nand4b 5, nor4b 5, buf 4, clkbuf 4
a21oi 3, inv 3, nand2b 3, nand4 3
or3 3
[metal layers]
| layer | wire length [µm] | up-vias |
|---|---|---|
| met5 | 0 | - |
| met4 | 14 | 0 |
| met3 | 176 | 2 |
| met2 | 1160 | 42 |
| met1 | 1330 | 404 |
| li1 | - | 416 |
[how the worst max path moves through the flow]
stage	endpoint	cells past startpoint
global route	state[2]	7
finish	state[2]	7
CTS	state[2]	7
[per-stage QoR]
step	setup WS, ns	util, %	hold WS [ns]	std cells	area [µm²]
finish	0.0134	18.8	0.522	207	1270
global route	-0.0385	18.8	0.582	207	1270
CTS	0.0114	18.1	0.540	207	1220
detailed placement	-0.341	17.3	0.614	203	1170
global placement	-0.276	17.3	0.616	203	1170
floorplan	-0.0476	-	0.292	93	792
[cell type report]
class                           instances  share of cell area [%]
Multi-Input combinational cell         71                    40.5
Tap cell                               80                    7.87
Sequential cell                        11                    21.8
Timing Repair Buffer                   38                    25.5
Clock buffer                            4                    3.54
Inverter                                3                   0.886
[power breakdown]
part	internal (mW)	total, mW	switching (mW)
Sequential	0.240	0.294	0.0541
Clock	0.127	0.205	0.0776
Combinational	0.368	0.680	0.313
Power figures rest on the tool's default switching activity, not on a simulated workload.
