==> design/flow/design.v <==
`timescale 1 ns / 100 ps
module copy_array_to_array_imp1 (Reset, Clk, Start, Ack, Ms_of_I, Ns_of_J_Write, I, J);
input Reset, Clk;
input Start, Ack;
input [3:0] Ms_of_I;  
output Ns_of_J_Write;
output [3:0] I, J;  
wire Ns_of_J_Write;
reg [3:0] I,J;  
reg [2:0] state;
localparam
 INI   = 3'b000,
 LS2C  = 3'b001,
 C221  = 3'b010,
 C122  = 3'b011,
 DONE  = 3'b100,
 UNKN  = 3'bxxx;
localparam 
 Imax  = 4'b1001, Jmax = 4'b1001;  
assign Ns_of_J_Write = ( ((state == LS2C) && (Ms_of_I[3]) ) || (state == C221) || (state == C122) );
always @(posedge Clk, posedge Reset)  
 begin  
	   if (Reset) 
	       begin
	           I <= 4'bXXXX;
	           J <= 4'bXXXX;
			   state <= INI;
	       end
       else  
         begin
            case (state)  
                 INI:
					begin
                        if(Start) 
							state <= LS2C;
					   	I <= 4'b0000;
						J <= 4'b0000;
					end
                 LS2C:      
                    begin   
								if(I == 9)
									state <= C122;
								else if((I != 9) && (Ms_of_I[3] == 1))
									state <= C221;
								if(Ms_of_I[3] == 1)
									J = J + 1;
								if (I == 9)
									I = 0;
								else
									I = I +1;
					end
                 C221:       
					begin    
								if ( (I == 9) && (J != 9))
									state <= C122;
								else if (J == 9)
									state <= DONE;
								J = J + 1;
								if (I != 9 )
									I = I + 1;
								else if ( I == 9)
									I = 0;
                    end
                 C122:     
                    begin  
								if( J == 9)
									state <= DONE;					
									J = J + 1;
									I = I + 1;
                    end
                 DONE:
                    begin
                        if(Ack)
							state <= INI;
                    end
				default: 
                    begin
                         state <= UNKN;    
                    end
            endcase
         end   
 end  
 endmodule
==> design/flow/run.sh <==
#!/bin/bash
# OpenROAD 26Q1-2900-gdf79404cd8, Yosys 0.63+post, stock flow scripts
make -C /OpenROAD-flow-scripts/flow DESIGN_CONFIG=/design/flow/config.mk WORK_HOME=/design/flow/orfs finish
==> design/flow/config.mk <==
export PLATFORM = sky130hd
export DESIGN_NAME = copy_array_to_array_imp1
export DESIGN_NICKNAME = copy_array_to_array_imp1
export VERILOG_FILES = /design/flow/design.v
export SDC_FILE = /design/flow/constraint.sdc
export NUM_CORES = 4
export LEC_CHECK = 1
export CORE_AREA = 10 10 73 73
export DIE_AREA = 0 0 83 83
==> design/flow/constraint.sdc <==
current_design copy_array_to_array_imp1

set clk_period 2.3
set clk_io_pct 0.2

create_clock -name clk0 -period $clk_period [get_ports {Clk}]

set non_clock_inputs [all_inputs -no_clocks]
set_input_delay [expr $clk_period * $clk_io_pct] -clock clk0 $non_clock_inputs
set_output_delay [expr $clk_period * $clk_io_pct] -clock clk0 [all_outputs]
==> impl_metrics.tcl <==
# place-and-route summary
set metrics [dict create \
    numCtsBuffers 3 \
    antenna_found_initial 0 \
    max_slew_margin_pct 66.8 \
    ys_warn_count 1 \
    worstSetupStartpointType "input port" \
    grt_pass1_wl_um 2650 \
    syn_to_final_growth_pct 30.8 \
    htree_num_levels 1 \
    mostFrequentLayoutCell "clkdlybuf4s50_1" \
    drc 0 \
    antennaDiodeCount 0 \
    chip_area_mm2 0.00689 \
    reg2reg_to "I[2]$_DFFE_PP0P_" \
    hold_path_end "state[0]$_DFF_PP1_" \
    clockBufferDepth 2 \
    finalWeightedCongestion 0.835 \
    path_cells "clkdlybuf4s50_1, nand2_1, nand2_1, clkdlybuf4s50_1" \
    die_x_um 83 \
    wl_per_cell_um 11.5 \
    wl_um 1550 \
    status "finished clean" \
    fillCellCount 420 \
    max_stage_delay_ns 0.48 \
    crit_buf_inv 2 \
    grt.total_usage_pct 4.34 \
    synth_cells 71 \
    p_int_w 0.000760 \
    synth_cell_types 28 \
    ir_drop_mv 0.265 \
    period_used_pct 89.7 \
    clkPwrFrac_pct 17.0 \
    hold_start "state[1]$_DFF_PP0_" \
    critical_path.top_delay_family "buffers and inverters" \
    slew_violations 0 \
    place_inst 131 \
    io_pins 17 \
    yosysCellCount 71 \
    cap_violations 0 \
    required_ns 1.84 \
    drtPass1Iterations 4 \
    clk_pin_slew_ns 0.05 \
    final_cells 135 \
    cts_resized 0 \
    syn_area_um2 714 \
    root_buffer "clkbuf_8" \
    ys_ff 13 \
    finalHoldViolations 0 \
    port_buffers 13 \
    powerDensity_mw_per_mm2 1250 \
    postSynthSeqShare_pct 45.7 \
    drive_above_1_share_pct 8.05 \
    max_freq_mhz 485 \
    arrival_ns 1.60 \
    clock_sinks 13 \
    ctsHoldBuffers 0 \
    fp_util_pct 19.1 \
    p_total_w 0.00117 \
    swShare_pct 35.0 \
    r2r_cells 5 \
    grt_pass1_vias 562 \
    regArea_um2 327 \
    log.warning_count 30 \
    reg2reg_from "I[1]$_DFFE_PP0P_" \
    ant_nets 0 \
    cp-end-kind "output pin" \
    post_cts_buffers 0 \
    via_per_inst 4.38 \
    clk_latency_ns 0.24 \
    pwr-share-seq_pct 36.9 \
    path_class "input port to output pin" \
    worst_path_max_delay_cell "clkdlybuf4s50_1" \
    drt-initial-drc-count 45 \
    grt_max_degree 14 \
    tns_ns 0 \
    skew_ns 0.00274 \
    die.size.y_um 83 \
    cp.depth 4 \
    period_needed_ns 2.06 \
    p_switching_w 0.000410 \
    row_count 22 \
    grt_overflow 0 \
    core_area_mm2 0.00374 \
    r2r_setup_slack_ns 0.67 \
    worst_hold_path_type "flip-flop to flip-flop" \
    critPathMaxFanout 3 \
    yosys_area_um2 714 \
    syn_avg_cell_area_um2 10.1 \
    final_cell_mix "clkdlybuf4s50_1, dfrtp_1, a21oi_1" \
    min_path_cells 2 \
    worst_slew_pin_slew_ns 0.497 \
    setup_viol 0 \
    rsz0062_at_grt "no" \
    dp_hpwl_um 1210 \
    cts_tree "built" \
    combGateArea_um2 343 \
    vias 591 \
    p_leak_nw 0.385 \
    comb_power_share_pct 46.1 \
]
[routing by layer]
metal	track usage (%)	up-vias	part of all wire (%)
met5	0	-	0
met1	5.48	283	46
met2	6.91	11	47
li1	-	295	-
met4	0.923	0	1.1
met3	1.57	2	5.4
[power by group through the flow]
stage | Clock [W] | Combinational [W] | Sequential, W
after CTS | 0.000205 | 0.000554 | 0.000432
final | 0.000199 | 0.000539 | 0.000432
after global routing | 0.000220 | 0.000618 | 0.000452
[per-stage QoR]
stage	setup slack (ns)	utilization (%)	area [um2]	hold slack, ns
final	0.238	25.0	935	0.482
after floorplan	0.805	-	714	0.336
after global placement	0.220	23.8	890	0.475
after detailed placement	0.225	23.8	890	0.471
after CTS	0.216	25.0	935	0.487
after global routing	0.187	25.0	935	0.513
[cell type report]
| class | instances | share of cell area (%) |
|---|---|---|
| clock buffers | 4 | 4.82 |
| flip-flops and latches | 13 | 34.9 |
| well taps | 48 | 6.43 |
| repair buffers | 14 | 14.7 |
| inverters | 6 | 2.41 |
| multi-input cells | 50 | 36.7 |
[logic make-up (layout without fill, tap and decap cells)]
family | Yosys count | count (layout) | share of synthesized area, %
flip-flops | 13 | 13 | 45.7
multiplexers | 1 | 1 | 1.40
AND-OR/OR-AND | 25 | 25 | 22.6
XOR/XNOR | 1 | 1 | 1.23
AND/OR/NAND/NOR | 19 | 19 | 15.8
adder cells (fa/ha/maj) | 4 | 4 | 7.01
buffers and inverters | 8 | 24 | 6.30
[synthesized netlist by cell type]
cell type  instances  area (um2)
o22ai_1            2        12.5
or4bb_1            1        11.3
a2bb2oi_1          1        8.76
buf_6              2        22.5
nand3b_1           3        22.5
a31oi_1            3        18.8
a32o_1             1        10.0
o21ba_2            1        10.0
nor2_1             1        3.75
or3_1              1        6.26
a211oi_1           1        7.51
dfrtp_1           12         300
dfstp_2            1        26.3
xnor2_1            1        8.76
nor3_1             1        5.00
ha_1               4        50.1
nand3_1            2        10.0
inv_1              6        22.5
or2b_1             1        7.51
mux2i_1            1        10.0
a311oi_1           2        17.5
nand2b_4           1        13.8
and3_1             1        6.26
nand2_1            7        26.3
o21ai_0            4        20.0
a21oi_1            8        40.0
a21boi_0           1        7.51
a41oi_1            1        8.76
[how the worst max path moves through the flow]
| stage | startpoint | endpoint | slack [ns] |
|---|---|---|---|
| 4_1_cts | Ms_of_I[3] | Ns_of_J_Write | 0.22 |
| 5_1_grt | Ms_of_I[3] | Ns_of_J_Write | 0.19 |
| 6_report | Ms_of_I[3] | Ns_of_J_Write | 0.24 |
[worst register-to-register path, stage by stage, from the launching register on]
cell,delay [ns]
dfrtp_1,0.42
inv_1,0.09
ha_1,0.15
or4bb_1,0.58
a31oi_1,0.21
a31oi_1,0.05
[flip-flops by register name, indices dropped and copies added, names as in the netlist]
| signal | count |
|---|---|
| I | 4 |
| J | 4 |
| state | 5 |
Power figures rest on the tool's default switching activity, not on a simulated workload.
