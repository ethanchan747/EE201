==> flow/run.sh <==
#!/bin/bash
# OpenROAD 26Q1-2900-gdf79404cd8, Yosys 0.63+post, stock flow scripts
make -C /OpenROAD-flow-scripts/flow DESIGN_CONFIG=/design/flow/config.mk WORK_HOME=/design/flow/orfs finish
==> flow/config.mk <==
export PLATFORM = sky130hd
export DESIGN_NAME = copy_array_to_array_imp2
export DESIGN_NICKNAME = copy_array_to_array_imp2
export VERILOG_FILES = /design/flow/design.v
export SDC_FILE = /design/flow/constraint.sdc
export NUM_CORES = 4
export LEC_CHECK = 1
export CORE_AREA = 10 10 78 78
export DIE_AREA = 0 0 88 88
==> flow/constraint.sdc <==
current_design copy_array_to_array_imp2

set clk_period 1.8
set clk_io_pct 0.2

create_clock -name clk0 -period $clk_period [get_ports {Clk}]

set non_clock_inputs [all_inputs -no_clocks]
set_input_delay [expr $clk_period * $clk_io_pct] -clock clk0 $non_clock_inputs
set_output_delay [expr $clk_period * $clk_io_pct] -clock clk0 [all_outputs]
==> flow/design.v <==
`timescale 1 ns / 100 ps
module copy_array_to_array_imp2 (Reset, Clk, Start, Ack, Ms_of_I, Ns_of_J_Write, I, J);
input Reset, Clk;
input Start, Ack;
input [3:0] Ms_of_I;  
output Ns_of_J_Write;
output [3:0] I, J;  
wire Ns_of_J_Write;
reg [3:0] I,J;  
reg [2:0] state;
localparam
 INI   = 3'b000,
 LS2C  = 3'b001,
 CBC   = 3'b010,
 DONE  = 3'b100,
 UNKN  = 3'bxxx;
localparam 
 Imax  = 4'b1001, Jmax = 4'b1001;  
assign Ns_of_J_Write = ( ((state == LS2C) && (Ms_of_I[3]) ) || (state == CBC) );
always @(posedge Clk, posedge Reset)  
 begin  
	   if (Reset) 
	       begin
	           I <= 4'bXXXX;
	           J <= 4'bXXXX;
			   state <= INI;
	       end
       else  
         begin
            case (state)  
                 INI:
					begin
                        if(Start) 
							state <= LS2C;
					   	I <= 4'b0000;
						J <= 4'b0000;
					end
                 LS2C:        
                    begin   
								if((I == 9) || (Ms_of_I[3] == 1))
									state <= CBC;
								if(Ms_of_I[3] == 1)
									J = J + 1;
								if (I == 9)
									I = 0;
								else
									I = I +1;
                    end
                 CBC:        
					begin  
						if( J == 9)
							state <= DONE;
						J = J + 1;
						if( I != 9)
							I = I + 1;
						else if (I == 9)
							I = 0;
                    end
                 DONE:
                    begin
                        if(Ack)
							state <= INI;
                    end
				default: 
                    begin
                         state <= UNKN;    
                    end
            endcase
         end   
 end  
 endmodule
==> flow_metrics.py <==
# Physical implementation metrics
metrics = {
    "clock_tree": {
        "clockRootBuffer": "clkbuf_8",
        "cts_sinks": 12,
        "clkTransAtPathRegs_ns": 0.05,
        "numCtsBuffers": 3,
        "ctsHtreeMaxLevel": 1,
        "ctsHoldBuffers": 0,
        "clk_latency_ns": 0.24,
        "cts_tree": "yes",
        "clk_path_buf_depth": 2,
    },
    "layout": {
        "layout-drive-gt1-share_pct": 14.1,
        "regArea_um2": 302,
        "comb_area_um2": 320,
        "fin_cells": 137,
        "nFillCells": 463,
        "final_area_um2": 913,
        "syn2layout_area_growth_pct": 36.7,
    },
    "setup_path": {
        "arrival_ns": 1.36,
        "critPathCaptureType": "output port",
        "critPathKind": "reg -> out",
        "critPathLaunchType": "flip-flop",
        "required_ns": 1.44,
        "cp_max_fo": 9,
    },
    "grt": {
        "antenna_found_initial": 0,
        "grt_pass1_vias": 558,
        "grt_use_total_pct": 4.43,
        "grt_pass1_wl_um": 2810,
        "grt_remaining_overflow": 0,
        "grt_max_degree": 13,
    },
    "job": {
        "tool_warnings": 30,
        "maxCapViolations": 0,
    },
    "detailed_routing": {
        "drcViolationCount": 0,
        "antenna_cells": 0,
        "via_count": 540,
        "wirelength_um": 1660,
        "via_per_inst": 3.94,
        "ant_nets": 0,
        "avgRoutedWirePerCell_um": 12.1,
        "first_pass_iters": 3,
        "drt-initial-drc-count": 8,
    },
    "power_and_ir_drop": {
        "peakVddDrop_mv": 0.296,
        "p_leak_uw": 0.000394,
        "total_power_uw": 1400,
        "cellPowerDensity_nw_per_um2": 1540,
    },
    "die": {
        "coreArea_um2": 4410,
        "ioPinCount": 17,
        "num_rows": 24,
        "fp_util_pct": 15.1,
        "die_area_um2": 7740,
        "die_height_um": 88,
        "die_w_um": 88,
    },
    "timing": {
        "period_minus_slack_ns": 1.72,
        "finalSetupViolCount": 0,
        "slew_headroom_pct": 69.6,
        "worst_pin_slew_ns": 0.455,
        "max_freq_ghz": 0.582,
        "hold_viol": 0,
        "whs_ns": 0.434,
        "fin_skew_ns": 0.00463,
        "min_period_over_period_pct": 95.4,
        "drv_slew": 0,
        "rsz0062_at_grt": "no",
        "fin_setup_tns_ns": 0,
    },
    "synthesis": {
        "yosys_cells": 67,
        "syn_area_per_cell_um2": 9.97,
        "ys_seq_share_pct": 45.1,
        "numSynthFlops": 12,
        "synthCells": 67,
        "synth_cell_type_count": 25,
        "syn_area_um2": 668,
        "ys_chip_area_um2": 668,
        "synth_warnings": 1,
    },
    "min_path": {
        "hp-class": "in -> async",
    },
    "place": {
        "dp.final_hpwl_um": 1230,
        "dpl-instance-area_um2": 863,
        "placed_cells": 133,
        "port_buffers": 13,
        "gp_congestion": 0.820,
    },
    "status": {
        "status": "complete, no violations",
    },
}
power by group:
part           switching (uW)  internal [uW]
Clock                    95.1            156
Combinational             246            380
Sequential                147            379
Total                     489            915
path summary, 6_finish.rpt:
| kind | start | end | slack (ns) | cells after the start |
|---|---|---|---|---|
| worst max-delay path | state[2] | Ns_of_J_Write | 0.08 | 3 |
| worst min-delay path | Reset | J[1] | 0.43 | 2 |
| worst max register to register | I[0] | I[0] | 0.54 | 4 |
| worst min register to register | state[1] | state[0] | 0.50 | 2 |
| max in group asynchronous | Reset | state[0] | 1.02 | 2 |
| min in group clk0 | state[1] | state[0] | 0.50 | 2 |
what timing repair did:
action | 4_1_cts | 5_1_grt
resized | 0 | 2
endpoints found under the hold margin | 0 | 0
setup buffers | 0 | 0
endpoints found under the setup margin | 0 | 1
placed cells by master (no fill, tap or decap), drive strengths merged, types with 2 or more instances in the layout:
| cell type | n |
|---|---|
| inv | 7 |
| nor3 | 2 |
| dfrtp | 11 |
| nand3b | 2 |
| a22o | 3 |
| o22ai | 3 |
| clkbuf | 4 |
| nand2b | 3 |
| ha | 4 |
| and3 | 2 |
| nor2b | 2 |
| buf | 3 |
| nor2 | 5 |
| o21ai | 6 |
| nand2 | 5 |
| clkdlybuf4s50 | 12 |
area by class of cell:
cell class	instances	share of cell area, %
Clock buffer	4	4.93
Sequential cell	12	33.0
Timing Repair Buffer	16	17.0
Tap cell	52	7.12
Inverter	7	2.88
Multi-Input combinational cell	46	35.1
routing by layer:
layer / part of all wire, % / global-route usage [%] / wire length (um) / up-vias
li1: - / - / - / 272
met1: 47 / 6.15 / 785 / 258
met2: 47 / 6.48 / 777 / 8
met3: 4.7 / 1.59 / 78 / 2
met4: 1.0 / 0.870 / 17 / 0
met5: 0 / 0 / 0 / -
cells by family (layout without fill, tap and decap cells):
family,Yosys count,in the layout,synth area share (%)
simple gates,22,22,17.6
compound gates,19,19,20.2
flops,12,12,45.1
buf+inv,9,27,7.30
fa+ha+maj,4,4,7.49
mux,1,1,2.25
synthesized netlist by cell type:
master | instances | area (um2)
a22o_2 | 1 | 10.0
a311oi_2 | 1 | 15.0
o22ai_1 | 3 | 18.8
buf_6 | 2 | 22.5
o2bb2ai_1 | 1 | 8.76
nor2_1 | 5 | 18.8
nand2b_1 | 3 | 18.8
ha_1 | 4 | 50.1
or3_4 | 1 | 11.3
a221oi_1 | 1 | 8.76
and3_1 | 2 | 12.5
a31oi_1 | 1 | 6.26
o21ai_0 | 6 | 30.0
nand2_1 | 5 | 18.8
dfrtp_1 | 11 | 275
nand3b_1 | 2 | 15.0
a21oi_1 | 1 | 5.00
o31ai_1 | 1 | 7.51
mux2_4 | 1 | 15.0
inv_1 | 7 | 26.3
a22o_1 | 2 | 17.5
dfstp_2 | 1 | 26.3
nor3_1 | 2 | 10.0
a21boi_0 | 1 | 7.51
nor2b_1 | 2 | 12.5
stage by stage:
stage               worst slack, ns  util [%]
floorplan                     0.660         -
detailed placement          0.00254      19.6
global placement             0.0137      19.6
CTS                        0.000342      20.6
global route                0.00781      20.7
finish                       0.0823      20.7
state kept, by name, summed over array words and instances (netlist names):
name   cells
I          4
J          4
state      4
worst max-delay path: stages, from the launching register on:
cell and delay [ns]:
dfrtp_1 0.49, inv_1 0.10, nand2_1 0.07, clkdlybuf4s50_1 0.45
Power is estimated from default activity; no workload was simulated.
